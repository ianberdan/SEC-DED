<file path="design/flow/config.mk">
export PLATFORM = sky130hd
export DESIGN_NAME = Project2
export DESIGN_NICKNAME = Project2
export VERILOG_FILES = /design/flow/design.v
export SDC_FILE = /design/flow/constraint.sdc
export NUM_CORES = 4
export LEC_CHECK = 1
export CORE_UTILIZATION = 30
</file>
<file path="design/flow/design.v">
module Project2(
	input logic [9:0] SW,
	input logic KEY0, CLK50,  
	output logic [6:0] HEX0, HEX1, HEX2, HEX3, HEX4, HEX5,
	output logic LED9, radix
);
	logic CLK;
	logic [3:0] synd;
	logic [4:0] parity1, parity2, savedCheck, toggleCheck;
	logic [7:0] savedWord, toggleData, corrected;
	logic [3:0] test0, test1, test2;
	assign test0 = {savedCheck[3], savedWord[0], savedCheck[2:1]};
	assign test1 = {savedCheck[4], savedWord[3:1]};
	assign test2 = {savedWord[7:4]};
	debouncer debbie(.D(KEY0), .clk_50M(CLK50), .D_deb(CLK));
	memory daMem(.dataIn(SW[7:0]), .dataInToggle(toggleData), .checkIn(parity1), .checkInToggle(toggleCheck), .toggle(SW[9]), .CLK(CLK), .dataOut(savedWord), .checkOut(savedCheck));
	parityCalculator1 parityDasUno(.in(SW[7:0]), .out(parity1));
	parityCalculator2 parityDasDos(.in(savedWord), .out(parity2), .checkBitIn(savedCheck[4:1]));
	toggler toggleMonster(.error(SW[3:0]), .checkIn(savedCheck), .dataIn(savedWord), .dataOut(toggleData), .checkOut(toggleCheck));
	compare daComp(.current(parity2), .stored(savedCheck), .addressFlip(synd), .dosErrors(LED9));
	corrector iBarelyKnowHer(.dataIn(savedWord), .synd(synd), .dataOut(corrected));
	assign evenOddBit = savedWord[7] ^ savedWord[6] ^ savedWord[5] ^ savedWord[4] ^ savedWord[3] ^ savedWord[2] ^ savedWord[1] ^ savedWord[0] ^ savedCheck[4] ^ savedCheck[3] ^ savedCheck[2] ^ savedCheck[1] ^ savedCheck[0];
	sevSegDec hex0(.in(test0), .HEX(HEX0));
	sevSegDec hex1(.in(test1), .HEX(HEX1));
	sevSegDec hex2(.in(test2), .HEX(HEX2));
	evenOddDec hex3(.in(evenOddBit), .HEX(HEX3));
	sevSegDec hex4(.in(corrected[3:0]), .HEX(HEX4));
	sevSegDec hex5(.in(corrected[7:4]), .HEX(HEX5));
	assign radix = ~savedCheck[0];
endmodule
module compare(
	input logic [4:0] current, stored,
	output logic [3:0] addressFlip,
	output logic dosErrors
);
	logic parity;
	logic [3:0] synd;
	assign synd = {current[4] ^ stored[4], current[3] ^ stored[3], current[2] ^ stored[2], current[1] ^ stored[1]};
	assign parity = current[0] ^ stored[0];
	always_comb
	begin
		case(parity)
			0: begin
				if(synd != 4'b0000)
				begin
					dosErrors = 1'b1;
					addressFlip = 4'b1111;
				end
				else
				begin
					dosErrors = 1'b0;
					addressFlip = 4'b1111;
					end
			end
			1: begin
				dosErrors = 1'b0;
				addressFlip = synd;
			end
			default:
			begin
				dosErrors = 1'b0;
				addressFlip = 4'b1111;
			end
		endcase
	end
endmodule
module corrector(
	input logic [3:0] synd,
	input logic [7:0] dataIn,
	output logic [7:0] dataOut
);
	always_comb
	begin
		case(synd)
		default:	begin
			dataOut = dataIn;
		end
		3: begin
			dataOut = {dataIn[7:1], ~dataIn[0]};
		end
		5: begin
			dataOut = {dataIn[7:2], ~dataIn[1], dataIn[0]};
		end
		6: begin
			dataOut = {dataIn[7:3], ~dataIn[2], dataIn[1:0]};
		end
		7: begin
			dataOut = {dataIn[7:4], ~dataIn[3], dataIn[2:0]};
		end
		9: begin
			dataOut = {dataIn[7:5], ~dataIn[4], dataIn[3:0]};
		end
		10: begin
			dataOut = {dataIn[7:6], ~dataIn[5], dataIn[4:0]};
		end
		11: begin
			dataOut = {dataIn[7], ~dataIn[6], dataIn[5:0]};
		end
		12: begin
			dataOut = {~dataIn[7], dataIn[6:0]};
		end
		endcase
	end
endmodule 
module debouncer( 
	input logic D, clk_50M, 
	output logic D_deb 
);
	parameter deb_count = 32'd1_666_667;  
	integer count;
	logic deb_clk, A_out;
	D_FF_preset_reset A(.D( D ), 
						.clk( deb_clk ), 
						.pr_L( ~D_deb | ~D |  A_out ), 
						.clr_L( D_deb |  D | ~A_out ), 
						.Q( A_out ) );
	D_FF_preset_reset B(.D( A_out ), 
						.clk( deb_clk ), 
						.pr_L( 1'b1 ),  
						.clr_L( 1'b1 ),  
						.Q( D_deb ) );
	always@(posedge clk_50M)
	begin
		count <= count + 1;
		if ( count == deb_count )
		begin
			deb_clk <= ~deb_clk;
			count <= 32'd0;
		end
	end
endmodule
module D_FF_preset_reset( 
	input logic D, clk, pr_L, clr_L, 
	output logic Q );
	always@(posedge clk, negedge pr_L, negedge clr_L)
	begin
		if (!pr_L)
			Q <= 1'b1;
		else if (!clr_L)
			Q <= 1'b0;
		else if (clk)
			Q <= D;
	end
endmodule
module evenOddDec(
	input logic in,
	output logic [6:0] HEX
);
always_comb
	case(in)
		0:	HEX=7'b000_0110;
		1:	HEX=7'b100_0000;
		default: HEX=7'b111_1111;
	endcase
endmodule
module memory(
	input logic [7:0] dataIn, dataInToggle,
	input logic [4:0] checkIn, checkInToggle,
	input logic toggle, CLK,
	output logic [7:0] dataOut,
	output logic [4:0] checkOut
);
	logic [7:0] reg8;
	logic [4:0] reg5;
	regN reg8Bits(.D(reg8), .CLKb(CLK), .E(1'b1), .Q(dataOut));
		defparam reg8Bits.N=8;
	regN reg5Bits(.D(reg5), .CLKb(CLK), .E(1'b1), .Q(checkOut));
		defparam reg5Bits.N=5;
	always_comb
		begin
			if(toggle == 1'b1)
			begin
				reg8 = dataIn;
				reg5 = checkIn;
			end
			else
			begin
				reg8 = dataInToggle;
				reg5 = checkInToggle;
			end
		end
endmodule 
module parityCalculator1(
	input logic [7:0] in,
	output logic [4:0] out
);
	assign out[1] = (in[6] ^ in[4] ^ in[3] ^ in[1] ^ in[0]);  
	assign out[2] = (in[6] ^ in[5] ^ in[3] ^ in[2] ^ in[0]);  
	assign out[3] = (in[7] ^ in[3] ^ in[2] ^ in[1]);  
	assign out[4] = (in[7] ^ in[6] ^ in[5] ^ in[4]);  
	assign out[0] = (in[7] ^ in[6] ^ in[5] ^ in[4] ^ out[4] ^ in[3] ^ in[2] ^ in[1] ^ out[3] ^ in[0] ^ out[2] ^ out[1]);
endmodule 
module parityCalculator2(
	input logic [7:0] in,
	input logic [3:0] checkBitIn,
	output logic [4:0] out
);
	assign out[1] = (in[6] ^ in[4] ^ in[3] ^ in[1] ^ in[0]);  
	assign out[2] = (in[6] ^ in[5] ^ in[3] ^ in[2] ^ in[0]);  
	assign out[3] = (in[7] ^ in[3] ^ in[2] ^ in[1]);  
	assign out[4] = (in[7] ^ in[6] ^ in[5] ^ in[4]);  
	assign out[0] = (in[7] ^ in[6] ^ in[5] ^ in[4] ^ in[3] ^ in[2] ^ in[1] ^ checkBitIn[3] ^ in[0] ^ checkBitIn[2] ^ checkBitIn[1] ^ checkBitIn[0]);
endmodule 
module regN(
	input logic [N-1:0] D,
	input logic CLKb, E,
	output logic [N-1:0] Q
);
	parameter N = 8;
	always_ff@(negedge CLKb)
	begin
		if(E)
			Q <= D;
		else
			Q <= Q;
	end
endmodule 
module sevSegDec(
	input logic [3:0] in,
	output logic [6:0] HEX
);
always_comb
	case(in)
		0:	HEX=7'b100_0000;
		1:	HEX=7'b111_1001;
		2:	HEX=7'b010_0100;
		3:	HEX=7'b011_0000;
		4:	HEX=7'b001_1001;
		5:	HEX=7'b001_0010;
		6:	HEX=7'b000_0010;
		7:	HEX=7'b111_1000;
		8:	HEX=7'b000_0000;
		9:	HEX=7'b001_1000;
		10:	HEX=7'b000_1000;
		11:	HEX=7'b000_0011;
		12:	HEX=7'b010_0111;
		13:	HEX=7'b010_0001;
		14:	HEX=7'b000_0110;
		15:	HEX=7'b000_1110;
		default: HEX=7'b111_1111;
	endcase
endmodule
module toggler(
	input logic [3:0] error, 
	input logic [4:0] checkIn,
	input logic [7:0] dataIn,
	output logic [7:0] dataOut,
	output logic [4:0] checkOut
);
	always_comb
	begin
		case(error)
		default: begin
			dataOut = dataIn;
			checkOut = checkIn;
		end
		0: begin
			dataOut = dataIn;
			checkOut = {checkIn[4:1],~checkIn[0]};
		end
		1: begin
			dataOut = dataIn;
			checkOut = {checkIn[4:2], ~checkIn[1], checkIn[0]};
		end
		2: begin
			dataOut = dataIn;
			checkOut = {checkIn[4:3], ~checkIn[2], checkIn[1:0]};
		end
		3: begin
			dataOut = {dataIn[7:1], ~dataIn[0]};
			checkOut = checkIn;
		end
		4: begin
			dataOut = dataIn;
			checkOut = {checkIn[4], ~checkIn[3], checkIn[2:0]};
		end
		5: begin
			dataOut = {dataIn[7:2], ~dataIn[1], dataIn[0]};
			checkOut = checkIn;
		end
		6: begin
			dataOut = {dataIn[7:3], ~dataIn[2], dataIn[1:0]};
			checkOut = checkIn;
		end
		7: begin
			dataOut = {dataIn[7:4], ~dataIn[3], dataIn[2:0]};
			checkOut = checkIn;
		end
		8: begin
			dataOut = dataIn;
			checkOut = {~checkIn[4], checkIn[3:0]};
		end
		9: begin
			dataOut = {dataIn[7:5], ~dataIn[4], dataIn[3:0]};
			checkOut = checkIn;
		end
		10: begin
			dataOut = {dataIn[7:6], ~dataIn[5], dataIn[4:0]};
			checkOut = checkIn;
		end
		11: begin
			dataOut = {dataIn[7], ~dataIn[6], dataIn[5:0]};
			checkOut = checkIn;
		end
		12: begin
			dataOut = {~dataIn[7], dataIn[6:0]};
			checkOut = checkIn;
		end
		endcase
	end
endmodule 
</file>
<file path="design/flow/constraint.sdc">
current_design Project2

set clk_period 5.9
set clk_io_pct 0.2

create_clock -name clk0 -period $clk_period [get_ports {CLK50}]

set non_clock_inputs [all_inputs -no_clocks]
set_input_delay [expr $clk_period * $clk_io_pct] -clock clk0 $non_clock_inputs
set_output_delay [expr $clk_period * $clk_io_pct] -clock clk0 [all_outputs]
</file>
<file path="design/flow/run.sh">
#!/bin/bash
# OpenROAD 26Q1-2900-gdf79404cd8, Yosys 0.63+post, stock flow scripts
make -C /OpenROAD-flow-scripts/flow DESIGN_CONFIG=/design/flow/config.mk WORK_HOME=/design/flow/orfs finish
</file>
==> summary.txt <==
This note records the results obtained with Yosys and OpenROAD.

Critical path
The maximum net fanout on the critical path is 5. According to the timing report, the arrival time at the worst endpoint equals ~2.3 ns. The setup path with the least slack is of type flip-flop to flip-flop.

The flop-to-flop setup slack is roughly 3.7 ns. The worst setup path is captured at a flip-flop. For the worst reg-to-reg path, the startpoint reported by OpenROAD is debbie.count[5]$_SDFF_PN0_.

The capturing point of the worst reg2reg path is debbie.count[31]$_SDFF_PN0_. According to the timing report, the data required time at the worst endpoint equals 6.06 ns. The kind of start point of the critical path is a flip-flop. The number of cells on the worst reg-to-reg path is 7.

Clock network
TritonCTS created 5 clock buffers. The later pin in the worst-skew pair is clocked with a latency of about 0.28 ns. The hold buffer count at CTS is 0. The number of levels in the clock H-tree is 2. The clock-pin transition on the worst setup and hold timing paths is approximately 0.050 ns. No sink is reached through more buffers than the 2 on the longest clock path. The tree is rooted in a clkbuf_16. The buffer count from post-CTS setup fixing is 0. TritonCTS built the clock tree. The count of cells resized by post-cts repair is 0.

Die
The area of the core region is 0.01383 mm^2. The die boundary height is between 100 and 150 um. The number of standard-cell rows in the floorplan is 43. The full die area is approximately 0.015 mm^2. The starting density of the core is a little under a third. Pin placement for this block handled between 50 and 60 I/O pins.

The die is 120.7 um wide.

Synthesis
Counting every instance in the synthesized netlist gives 493. The main flop type is dfxtp_1. The cell type contributing the most total cell area after synthesis is dfxtp_1. The proportion of synthesized flip-flops having asynchronous set or reset is around 2.1%. Averaged over all synthesized cells, the footprint is 8.581 um^2. The netlist uses between 60 and 70 different library cells. The area figure in the yosys stat output is roughly 0.0042 mm^2.

The post-synthesis cell area is ~0.0042 mm^2. Ranked by instance count, the synthesized netlist is headed by 52 x nand2_1, 47 x nor2_1, 43 x xnor2_1. The number of synthesized flops with an enable pin is 14. The Yosys warning count is 15. The proportion of synthesized chip area in sequential cells is about a quarter. The share of the synthesized area in the top cell type is 15.62%. The most repeated cell in the gate-level netlist after synthesis is nand2_1. The main area contributors are dfxtp_1 16%, edfxtp_1 9.9%, ha_1 9.2%. After synthesis, the design contains 493 cells according to Yosys.

In this run, synthesis produced a sequential element count of ~48.

Job
OpenROAD emitted warnings numbering 50. The count of maximum capacitance violations is 0.

Routing
The average wire per cell in the routed design is between 10 and 15 um. Once detail routing completed, the nets flagged for antenna violations numbered 0. The final layout contains routed wiring with a total length of approximately 8.7 mm. For this block, the via count after detailed routing is ~3,500. The routed layout reports a DRC error count of 0. The routed design shows a via density per instance of between 4 and 5. Before antenna repair, the detailed router went through 6 iterations. The count of inserted antenna diode cells is 0. The starting DRC count in detailed routing is roughly 250.

Final timing
The number of setup violations in the final report is 0. The total count of max-transition violations in the final report is 0. The peak clock frequency supported by timing is 463.3 MHz. The clock skew after layout is 0.004270 ns. The time the worst path needs with I/O delays and setup is around 2.2 ns. Setup repair after global routing left no endpoint under its margin. between 60 and 70 endpoints have no timing constraint. Per the final timing report, the hold violations number 0. The summed negative setup slack over all endpoints is 0 ns. The ratio of final minimum period to clock period is roughly 37%.

For the pin with the worst max-slew slack, the measured transition is 0.8303 ns. The timer found 15 register pins that no clock reaches; their paths are not timed. The worst-case max-slew headroom was logged as 44.64%.

Final layout
The filler-free cell count of the finished design is just over 700. The layout stage reports a final design area of around 0.0050 mm^2. The sequential cell area is between 0.001 and 0.0015 mm^2. The post-route netlist has under 10% of its cells at a drive strength greater than 1. The final layout report lists a filler cell count of between 1,000 and 1,500. The combinational cell area excluding buffers and inverters is slightly below 0.003 mm^2. The area added between synthesis and finish is 18.13%.

Status
The run finished with clean final reports.

GRT
After global routing the overflow that remains totals 0. The number of global-route vias before repair is ~3,100. The number of antenna violations at the first check in global routing came to 0. Entering global routing, the biggest net connects about 40 pins.

The combined global-route utilization of all metal layers is roughly an eighth. The first-pass GRT wire length is roughly 15 mm.

Placed design
The buffer_ports step reported a buffer count of about 50. The HPWL after detailed placement is 6.560 mm. The global placer's final weighted congestion is roughly 0.85. Per the placement report, the placed cell count is roughly 700. The cell area reported after detailed placement is 0.004840 mm^2.

Hold path
The report gives the cell count of the worst hold path as 1. The hold path endpoint is debbie.count[0]$_SDFF_PN0_. For the worst min-delay path, the startpoint reported by OpenROAD is debbie.count[0]$_SDFF_PN0_.

According to the hold report, the worst path is of the flip-flop to flip-flop type.

Pwr
Summed over all cells, the static leakage comes to between 1.5 and 2 nW. The power density normalized to cell area is between 100 and 150 mW/mm^2. Looking at the VDD voltage map, the peak drop is ~160 uV.
[final cells by class]
type                    instances  share of cell area [%]
multi-input cells             395                   57.86
flip-flops and latches         48                   22.28
repair buffers                 53                   10.47
well taps                     180                   4.507
clock buffers                   7                   3.055
inverters                      23                   1.728
clock inverters                 1                  0.1002
[cells in the final DEF (no fill, tap or decap), drive strengths merged, types with 8 or more instances in the layout]
master	instances
a21oi	17
o21ai	29
nand2	52
clkdlybuf4s50	50
and3	9
nand3	16
nor3	10
nor2	47
xnor2	47
nor2b	8
xor2	24
a21o	11
ha	31
dfxtp	33
a32o	10
inv	23
edfxtp	14
nor4	8
[per-layer routing]
metal	wire length [um]	track usage, %	up-vias
li1	-	-	1791
met1	4321	18.95	1639
met2	4022	19.43	61
met3	275	1.156	11
met4	104	1.312	0
met5	0	0	-
[worst max-delay path, stage by stage (launching register included)]
cell and delay, ns:
dfxtp_1 0.37, and2_1 0.20, nand4_1 0.20, or3_1 0.50, nor2_1 0.27, and3_1 0.26
nand3_1 0.10, xnor2_1 0.13
[where the power goes]
part | internal (mW) | leakage, nW | switching [mW]
clock network | 0.178 | 0.0799 | 0.0882
logic | 0.0292 | 1.47 | 0.0326
registers | 0.229 | 0.424 | 0
[flip-flops by register name (all words and copies together) (netlist names)]
name,count
debbie.count,32
daMem.reg8Bits.Q,8
debbie.deb_clk,1
daMem.reg5Bits.Q,5
debbie.A.Q,1
debbie.B.Q,1
[kinds of logic after synthesis]
family | after synthesis | share of synthesized area (%)
and+or+nand+nor | 173 | 19.58
AOI/OAI and AO/OA | 100 | 16.53
xor gates and xnor gates | 74 | 18.25
buffers and inverters | 53 | 5.738
DFF | 48 | 26.32
adders and majority gates | 31 | 9.169
muxes | 13 | 4.318
other | 1 | 0.08865
[how the worst max path moves through the flow]
stage	startpoint	endpoint	slack, ns	cells after the start
after global routing	debbie.count[5]$_SDFF_PN0_	debbie.count[29]$_SDFF_PN0_	3.60	7
after CTS	debbie.count[2]$_SDFF_PN0_	debbie.count[31]$_SDFF_PN0_	3.74	7
final	debbie.count[5]$_SDFF_PN0_	debbie.count[31]$_SDFF_PN0_	3.74	7
[stage by stage]
| step | util, % | total power [mW] | setup WS (ns) | hold WS, ns |
|---|---|---|---|---|
| 2_1_floorplan | - | 0.2791 | 3.937 | 0.4130 |
| 3_3_place_gp | 35.00 | 0.2941 | 3.747 | 0.4223 |
| 3_5_place_dp | 35.00 | 0.2949 | 3.740 | 0.4320 |
| 4_1_cts | 36.14 | 0.5602 | 3.738 | 0.4426 |
| 5_1_grt | 36.14 | 0.5774 | 3.597 | 0.4492 |
| 6_report | 36.14 | 0.5569 | 3.742 | 0.4390 |
Power and IR drop assume default switching activity.
